==> design/flow/config.mk <==
export PLATFORM = sky130hd
export DESIGN_NAME = axi_cfg_regs
export DESIGN_NICKNAME = axi_cfg_regs
export VERILOG_FILES = /design/flow/design.v
export SDC_FILE = /design/flow/constraint.sdc
export NUM_CORES = 4
export LEC_CHECK = 1
export CORE_UTILIZATION = 30
==> design/flow/constraint.sdc <==
current_design axi_cfg_regs

set clk_period 5.4
set clk_io_pct 0.2

create_clock -name clk0 -period $clk_period [get_ports {S_AXI_ACLK}]

set non_clock_inputs [all_inputs -no_clocks]
set_input_delay [expr $clk_period * $clk_io_pct] -clock clk0 $non_clock_inputs
set_output_delay [expr $clk_period * $clk_io_pct] -clock clk0 [all_outputs]
==> design/flow/design.v <==
`timescale 1ns / 1ps
module axi_cfg_regs
#(
parameter C_S_AXI_ACLK_FREQ_HZ = 100000000,
parameter C_S_AXI_DATA_WIDTH = 32,
parameter C_S_AXI_ADDR_WIDTH = 9 
)
(
    S_AXI_ACLK,     
    S_AXI_ARESETN,  
    S_AXI_AWADDR,   
    S_AXI_AWVALID,  
    S_AXI_AWREADY,  
    S_AXI_ARADDR,   
    S_AXI_ARVALID,  
    S_AXI_ARREADY,  
    S_AXI_WDATA,    
    S_AXI_WSTRB,    
    S_AXI_WVALID,   
    S_AXI_WREADY,   
    S_AXI_RDATA,    
    S_AXI_RRESP,    
    S_AXI_RVALID,   
    S_AXI_RREADY,   
    S_AXI_BRESP,    
    S_AXI_BVALID,   
    S_AXI_BREADY,
    char_select,
    network_output,
    direct_ctrl,
    debug,
    MEASURED_AUX0,
    MEASURED_AUX1,
    MEASURED_AUX2,
    MEASURED_AUX3,
    pwm_clk_div,
    pwm_blk_duty_cycle,
    pwm_clk_counter,
    pmod_dac
);
input [1:0] network_output;
input [11:0] MEASURED_AUX0;
input [11:0] MEASURED_AUX1;
input [11:0] MEASURED_AUX2;
input [11:0] MEASURED_AUX3;
input [31:0] pwm_clk_counter;
input S_AXI_ACLK;   
input S_AXI_ARESETN;
input [C_S_AXI_ADDR_WIDTH - 1:0] S_AXI_AWADDR; 
input S_AXI_AWVALID;
input [C_S_AXI_ADDR_WIDTH - 1:0] S_AXI_ARADDR; 
input S_AXI_ARVALID;
input [C_S_AXI_DATA_WIDTH - 1:0] S_AXI_WDATA;  
input [(C_S_AXI_DATA_WIDTH/8 - 1):0] S_AXI_WSTRB;  
input S_AXI_WVALID; 
input S_AXI_RREADY; 
input S_AXI_BREADY; 
output reg S_AXI_AWREADY; 
output reg S_AXI_ARREADY; 
output reg S_AXI_WREADY;  
output reg [C_S_AXI_DATA_WIDTH - 1:0] S_AXI_RDATA;
output reg [1:0] S_AXI_RRESP;
output reg S_AXI_RVALID;  
output reg [1:0] S_AXI_BRESP;
output reg S_AXI_BVALID;  
output [1:0] char_select;
output [31:0] debug;
output [15:0] direct_ctrl;
output [31:0] pwm_clk_div;
output [31:0] pwm_blk_duty_cycle;
output [31:0] pmod_dac;
reg [1:0] char_select_reg = 0;
reg char_select_reg_addr_valid = 0;
reg [1:0] network_output_reg = 0;
reg network_output_reg_addr_valid = 0;
reg [15:0] direct_ctrl_reg = 0;
reg direct_ctrl_addr_valid = 0;
reg [31:0] debug_reg = 0;
reg  debug_reg_addr_valid = 0;
reg [31:0] pwm_clk_div_reg = 0;
reg pwm_clk_div_reg_addr_valid = 0;
reg [31:0] pwm_blk_duty_cycle_reg = 0;
reg pwm_blk_duty_cycle_reg_addr_valid = 0;
reg [31:0] pwm_blk_clk_cntr_reg = 0;
reg pwm_blk_clk_cntr_reg_addr_valid = 0;
reg pmod_dac_reg_addr_valid = 0;
reg [31:0] pmod_dac_reg = 0;
reg [31:0] MEASURED_AUX0_reg = 0;
reg MEASURED_AUX0_addr_valid = 0;
reg [31:0] MEASURED_AUX1_reg = 0;
reg MEASURED_AUX1_addr_valid = 0;
reg [31:0] MEASURED_AUX2_reg = 0;
reg MEASURED_AUX2_addr_valid = 0;
reg [31:0] MEASURED_AUX3_reg = 0;
reg MEASURED_AUX3_addr_valid = 0;
reg [2:0] current_state = 0;
reg [2:0] next_state = 0;
reg [15:0] local_address = 0;
reg local_address_valid = 0;
wire [1:0] combined_S_AXI_AWVALID_S_AXI_ARVALID;
reg write_enable_registers = 0;
reg send_read_data_to_AXI = 0;
wire Local_Reset;
localparam reset = 0, idle = 1, read_transaction_in_progress = 2, write_transaction_in_progress = 3, complete = 4;
assign Local_Reset = ~S_AXI_ARESETN;
assign combined_S_AXI_AWVALID_S_AXI_ARVALID = {S_AXI_AWVALID, S_AXI_ARVALID};
assign char_select = char_select_reg;
assign debug = debug_reg;
assign direct_ctrl = direct_ctrl_reg;
assign pwm_clk_div = pwm_clk_div_reg;
assign pwm_blk_duty_cycle = pwm_blk_duty_cycle_reg;
assign pmod_dac = pmod_dac_reg;
always @ (posedge S_AXI_ACLK or posedge Local_Reset) begin
    if (Local_Reset)
        current_state <= reset;
    else
        current_state <= next_state;
end
always @ (current_state, combined_S_AXI_AWVALID_S_AXI_ARVALID, S_AXI_ARVALID, S_AXI_RREADY, S_AXI_AWVALID, S_AXI_WVALID, S_AXI_BREADY, local_address, local_address_valid) begin
    S_AXI_ARREADY = 0;
    S_AXI_RRESP = 2'b00;
    S_AXI_RVALID = 0;
    S_AXI_WREADY = 0;
    S_AXI_BRESP = 2'b00;
    S_AXI_BVALID = 0;
    S_AXI_WREADY = 0;
    S_AXI_AWREADY = 0;
    write_enable_registers = 0;
    send_read_data_to_AXI = 0;
    next_state = current_state;
    case (current_state)
        reset:
            next_state = idle;
        idle:
        begin
            case (combined_S_AXI_AWVALID_S_AXI_ARVALID)
                2'b01:
                    next_state = read_transaction_in_progress;
                2'b10:
                    next_state = write_transaction_in_progress;
            endcase
        end
        read_transaction_in_progress:
        begin
            next_state = read_transaction_in_progress;
            S_AXI_ARREADY = S_AXI_ARVALID;
            S_AXI_RVALID = 1;
            S_AXI_RRESP = 2'b00;
            send_read_data_to_AXI = 1;
            if (S_AXI_RREADY == 1) 
                next_state = complete;
        end
        write_transaction_in_progress:
        begin
            next_state = write_transaction_in_progress;
			write_enable_registers = 1;
            S_AXI_AWREADY = S_AXI_AWVALID;
            S_AXI_WREADY = S_AXI_WVALID;
            S_AXI_BRESP = 2'b00;
            S_AXI_BVALID = 1;
			if (S_AXI_BREADY == 1)
			    next_state = complete;
        end
        complete:
        begin
            case (combined_S_AXI_AWVALID_S_AXI_ARVALID) 
				2'b00:
                     next_state = idle;
				default:
                    next_state = complete;
			endcase;
        end
    endcase
end
always @(
    send_read_data_to_AXI, 
    local_address, 
    local_address_valid, 
    char_select_reg, 
    network_output_reg, 
    debug_reg, 
    direct_ctrl_reg,
    MEASURED_AUX0_reg,
    MEASURED_AUX1_reg,
    MEASURED_AUX2_reg,
    MEASURED_AUX3_reg,
    pwm_clk_div_reg,
    pwm_blk_duty_cycle_reg,
    pwm_blk_clk_cntr_reg,
    pmod_dac_reg)
begin
    S_AXI_RDATA = 32'b0;
    if (local_address_valid == 1 && send_read_data_to_AXI == 1)
    begin
        case(local_address)
            0:
                S_AXI_RDATA = {30'b0,char_select_reg};
            4:
                S_AXI_RDATA = {30'b0,network_output_reg};
            8:
                S_AXI_RDATA = {16'b0,direct_ctrl_reg};
            12:
                S_AXI_RDATA = debug_reg;
            16:
                S_AXI_RDATA = MEASURED_AUX0_reg;
            20:
                S_AXI_RDATA = MEASURED_AUX1_reg;
            24:
                S_AXI_RDATA = MEASURED_AUX2_reg;
            28:
                S_AXI_RDATA = MEASURED_AUX3_reg;
            32:
                S_AXI_RDATA = pwm_clk_div_reg;
            36:
                S_AXI_RDATA = pwm_blk_duty_cycle_reg;
            40:
                S_AXI_RDATA = pwm_blk_clk_cntr_reg;
            44:
                S_AXI_RDATA = pmod_dac_reg;
            default:
                S_AXI_RDATA = 32'b0;
        endcase;     
    end
end
always  @(posedge S_AXI_ACLK)
begin
    if (Local_Reset)
        local_address = 0;
    else
    begin
        if (local_address_valid == 1)
        begin
            case (combined_S_AXI_AWVALID_S_AXI_ARVALID)
                2'b10:
                    local_address = S_AXI_AWADDR[7:0];
                2'b01:     
                    local_address = S_AXI_ARADDR[7:0];
            endcase
        end
    end
end
always @(local_address,write_enable_registers)
begin
    char_select_reg_addr_valid = 0;
    network_output_reg_addr_valid = 0;
    debug_reg_addr_valid = 0;
    direct_ctrl_addr_valid = 0;
    MEASURED_AUX0_addr_valid = 0;
    MEASURED_AUX1_addr_valid = 0;
    MEASURED_AUX2_addr_valid = 0;
    MEASURED_AUX3_addr_valid = 0;
    pwm_clk_div_reg_addr_valid = 0;
    pwm_blk_duty_cycle_reg_addr_valid = 0;
    pwm_blk_clk_cntr_reg_addr_valid = 0;
    pmod_dac_reg_addr_valid = 0;
    local_address_valid = 1;
    if (write_enable_registers)
    begin
        case (local_address)
            0:
                char_select_reg_addr_valid = 1;
            4:
                network_output_reg_addr_valid = 1;
            8:
                direct_ctrl_addr_valid = 1;
            12:
                debug_reg_addr_valid = 1;
            16:
                MEASURED_AUX0_addr_valid = 1;
            20:
                MEASURED_AUX1_addr_valid = 1;
            24:
                MEASURED_AUX2_addr_valid = 1;
            28:
                MEASURED_AUX3_addr_valid = 1;
            32:
                pwm_clk_div_reg_addr_valid = 1;
            36:
                pwm_blk_duty_cycle_reg_addr_valid = 1;
            40:
                pwm_blk_clk_cntr_reg_addr_valid = 1;
            44:
                pmod_dac_reg_addr_valid = 1;
            default:
                local_address_valid = 0;
        endcase
    end
end
always @(posedge S_AXI_ACLK, posedge Local_Reset)
begin
    if (Local_Reset)
        char_select_reg = 0;
    else
    begin
        if(char_select_reg_addr_valid)
            char_select_reg = S_AXI_WDATA[1:0];
    end
end
always @(posedge S_AXI_ACLK)
begin
    network_output_reg = network_output;
end
always @(posedge S_AXI_ACLK, posedge Local_Reset)
begin
    if (Local_Reset)
        direct_ctrl_reg = 0;
    else
    begin
        if(direct_ctrl_addr_valid)
            direct_ctrl_reg = S_AXI_WDATA;
    end
end
always @(posedge S_AXI_ACLK, posedge Local_Reset)
begin
    if (Local_Reset)
        debug_reg = 0;
    else
    begin
        if(debug_reg_addr_valid)
            debug_reg = S_AXI_WDATA;
    end
end
always @(posedge S_AXI_ACLK)
begin
    MEASURED_AUX0_reg = {20'b0,MEASURED_AUX0};
end
always @(posedge S_AXI_ACLK)
begin
    MEASURED_AUX1_reg = {20'b0,MEASURED_AUX1};
end
always @(posedge S_AXI_ACLK)
begin
    MEASURED_AUX2_reg = {20'b0,MEASURED_AUX2};
end
always @(posedge S_AXI_ACLK)
begin
    MEASURED_AUX3_reg = {20'b0,MEASURED_AUX3};
end
always @(posedge S_AXI_ACLK, posedge Local_Reset)
begin
    if (Local_Reset)
        pwm_clk_div_reg = 0;
    else
    begin
        if(pwm_clk_div_reg_addr_valid)
            pwm_clk_div_reg = S_AXI_WDATA;
    end
end
always @(posedge S_AXI_ACLK, posedge Local_Reset)
begin
    if (Local_Reset)
        pwm_blk_duty_cycle_reg = 0;
    else
    begin
        if(pwm_blk_duty_cycle_reg_addr_valid)
            pwm_blk_duty_cycle_reg = S_AXI_WDATA;
    end
end
always @(posedge S_AXI_ACLK)
begin
    pwm_blk_clk_cntr_reg = pwm_clk_counter;
end
always @(posedge S_AXI_ACLK, posedge Local_Reset)
begin
    if (Local_Reset)
        pmod_dac_reg = 0;
    else
    begin
        if(pmod_dac_reg_addr_valid)
            pmod_dac_reg = S_AXI_WDATA;
    end
end
endmodule
==> design/flow/run.sh <==
#!/bin/bash
# OpenROAD 26Q1-2900-gdf79404cd8, Yosys 0.63+post, stock flow scripts
make -C /OpenROAD-flow-scripts/flow DESIGN_CONFIG=/design/flow/config.mk WORK_HOME=/design/flow/orfs finish
==> CHANGELOG.md <==
### Metrics

- Run status: finished, final reports clean
- Die height: 187 µm
- Final setup vio count: 0
- Num CTS Buffers: 27
- Registers, synthesis: 239
- Sw Share: 26.8%
- Slew headroom: 38.6%
- Synth Flop Type: dfrtp_1
- Ratio of cells with drive above 1 in the final layout: 22.2%
- Internal: 4160 µW
- Wire length per cell: 22.3 µm
- Post-DR vias/cell: 4.92
- Worst skew pair latency: 0.54 ns
- Setup Skew: 0.00868 ns
- # rows: 67
- Comb power frac: 26.4%
- Iteration-0 DRC Markers: 346
- Vias in the first global route: 8,067
- Largest net degree at the start of global routing: 65
- Final Max Slew Viols: 0
- CTS max path bufs: 3
- Number of max-cap violations: 0
- Worst EP required: 4.32 ns
- Setup WS pre-CTS: 1.14 ns
- Post-synth EDFFs: 0
- Clock power frac: 31.3%
- Post-DP HPWL: 24.1 mm
- Syn Area/Cell: 13.2 µm²
- First-pass GRT wire length: 52.2 mm
- Core area: 0.0336 mm²
- RSZ-0062 raised after global routing: false
- Hold WS: 0.522 ns
- CTS tree: done
- Fmax achieved: 206 MHz
- Hold-fix buffers, CTS: 0
- Final hold vios: 0
- Setup Buffers After CTS: 0
- Floorplan core density: 30.5%
- Chip footprint: 0.0350 mm²
- Vias: 7,652
- Die X: 187 µm
- # IOs: 330
- Distinct lib cells used: 66
- Setup WS post-layout: 0.557 ns
- Root buffer cell: clkbuf_16
- Final wirelength: 34.7 mm
- Instance count of the mapped netlist: 775
- Setup_tns: 0 ns
- Port-buffer cells: 319
- Worst Tran Pin Value: 0.919 ns
- DRC errors left: 0
- Number of diodes: 0
- Area delta synth->final: 44.0%
- Crit path time final: 4.84 ns
- Sequential power share: 42.3%
- Synth warnings: 1
- Power Density: 384 mW/mm²
- Gpl congestion: 0.830
- Maximum resistive drop on vdd: 0.209 mV
- Stage-log warning count: 33
- Worst Path Arrival: 3.76 ns
- Yosys synthesis chip area: 0.0103 mm²
- Fillers: 3,061
- Crit share post-route: 89.7%
- Hold Path Class: reg2reg
- CP Cell Sequence: or4b_1, nor3_4, buf_4, a22oi_1, a31oi_1, clkdlybuf4s50_1
- Crit. End Element: output pin
- Slowest cell on crit path: or4b_1
- Post-synthesis cell area: 0.0103 mm²
- PostCTS Resize Cnt: 0
- Drt pass-1 iters: 5
- Top delay family on crit path: simple AND/OR/NAND/NOR gates
- Ys cells: 775
- Grt ovf: 0
- FFs w/ async S/R, synth: 62.3%
- Most numerous logic cells after layout: 318 x clkdlybuf4s50_1, 149 x dfrtp_1, 92 x mux2_2, 87 x dfxtp_1, 60 x mux2_4
- CP bufs+invs: 2
- CTS sink cnt: 239
- CP max stage delay: 0.82 ns
- Worst setup path category: reg2out
- Post-route ant nets: 0
- Initial antenna violation count: 0
- Critical Path Fanout Max: 21
- Register area share after synthesis: 53.9%
- Most instantiated logic cell after routing: clkdlybuf4s50_1
- Global Route Usage Sum: 20.6%
- Static Leak: 0.00601 µW
- Clock Pin Slew Worst Setup and Hold Paths: 0.06 ns
- CP startpoint kind: flop
- NetSw: 1520 µW
- Htree depth: 1
[cells in the mapped netlist (all sizes together) (2+ instances only)]
master,instances,area share (%)
dfxtp,90,18
inv,8,0.29
a221oi,3,0.26
mux4,7,1.5
a32oi,2,0.17
or4,2,0.18
nand2b,5,0.30
and2,4,0.24
or4b,4,0.39
a31oi,4,0.24
a21oi,15,0.73
o2bb2ai,13,1.1
mux2i,51,5.0
nand2,17,0.65
or3,8,0.49
o22ai,6,0.37
a222oi,4,0.39
a22oi,13,0.95
ha,3,0.37
nor2b,6,0.37
and3,3,0.18
mux2,156,19
dfrtp,149,36
buf,41,2.4
o211ai,3,0.22
nor3,16,0.94
o21a,2,0.15
a211oi,4,0.29
nand4,4,0.24
nor2,25,1.1
clkbuf,21,0.77
a311o,3,0.29
nand3b,10,0.73
a22o,16,1.4
nor3b,3,0.22
nand3,18,0.93
o21ai,5,0.24
a2bb2oi,9,0.77
o211a,8,0.78
[per-stage QoR]
stage	utilization (%)	std cells	instance area, µm²	power [µW]
after floorplan	-	778	10300	2980
after global placement	41.4	1505	13900	3930
after detailed placement	41.4	1505	13900	3940
after CTS	44.0	1554	14800	5750
after global routing	44.0	1554	14800	5960
final	44.0	1554	14800	5680
[area by class of cell]
| type | count | area, µm² | area share, % |
|---|---|---|---|
| clock buffer | 42 | 832 | 5.63 |
| clock inverter | 7 | 41.3 | 0.279 |
| inverter | 8 | 30.0 | 0.203 |
| multi-input combinational | 469 | 4430 | 29.9 |
| sequential | 239 | 5540 | 37.4 |
| tap | 448 | 561 | 3.79 |
| timing repair buffer | 341 | 3360 | 22.7 |
[logic make-up after synthesis]
group / count (synthesis) / share of synthesized area [%]
flip-flops: 239 / 53.9
multiplexers: 214 / 25.8
AND/OR/NAND/NOR: 131 / 7.51
AND-OR/OR-AND: 117 / 8.92
buffers and inverters: 70 / 3.49
adder cells (fa/ha/maj): 3 / 0.366
other: 1 / 0.0365
[final timing paths]
path                                                     endpoint                          start  cells after the start  slack, ns
setup / recovery                                  S_AXI_RDATA[11]  local_address[5]$_SDFFE_PN0P_                      6       0.56
hold / removal                           debug_reg[4]$_DFFE_PN0P_       debug_reg[4]$_DFFE_PN0P_                      1       0.52
setup reg to reg           pwm_blk_duty_cycle_reg[22]$_DFFE_PN0P_  local_address[2]$_SDFFE_PN0P_                      6       2.20
hold reg to reg                          debug_reg[4]$_DFFE_PN0P_       debug_reg[4]$_DFFE_PN0P_                      1       0.52
max in group asynchronous         pwm_clk_div_reg[17]$_DFFE_PN0P_                  S_AXI_ARESETN                      2       3.68
min in group asynchronous            current_state[2]$_DFFE_PN0P_                  S_AXI_ARESETN                      1       0.54
[power groups by stage]
| stage | sequential, µW | combinational (µW) | clock (µW) |
|---|---|---|---|
| 4_1_cts | 2410 | 1520 | 1830 |
| 5_1_grt | 2450 | 1610 | 1890 |
| 6_report | 2400 | 1500 | 1780 |
[metal layers]
| metal | track usage, % | up-vias | share of wire (%) |
|---|---|---|---|
| met2 | 31.8 | 322 | 46 |
| met3 | 6.59 | 60 | 9.4 |
| met1 | 28.9 | 3776 | 42 |
| li1 | - | 3494 | - |
| met4 | 4.76 | 0 | 2.5 |
| met5 | 0 | - | 0 |
[worst register-to-register path, stage by stage, from the launching register on]
cell and delay (ns):
dfxtp_2 0.71, buf_4 0.39, nor2b_1 0.58, buf_4 0.25, nand3_4 0.35, buf_4 0.46, mux2_4 0.35
Power is estimated from default activity; no workload was simulated.
