**./run.sh**
```bash
#!/bin/bash
# OpenROAD 26Q1-2900-gdf79404cd8, Yosys 0.63+post, stock flow scripts
make -C /OpenROAD-flow-scripts/flow DESIGN_CONFIG=/design/flow/config.mk WORK_HOME=/design/flow/orfs finish
```
**./config.mk**
```make
export PLATFORM = sky130hd
export DESIGN_NAME = char_pwm_gen
export DESIGN_NICKNAME = char_pwm_gen
export VERILOG_FILES = /design/flow/design.v
export SDC_FILE = /design/flow/constraint.sdc
export NUM_CORES = 4
export LEC_CHECK = 1
export CORE_AREA = 10 10 111 111
export DIE_AREA = 0 0 121 121
```
**./constraint.sdc**
```tcl
current_design char_pwm_gen

set clk_period 4.4
set clk_io_pct 0.2

create_clock -name clk0 -period $clk_period [get_ports {clk}]

set non_clock_inputs [all_inputs -no_clocks]
set_input_delay [expr $clk_period * $clk_io_pct] -clock clk0 $non_clock_inputs
set_output_delay [expr $clk_period * $clk_io_pct] -clock clk0 [all_outputs]
```
**./design.v**
```verilog
`timescale 1ns / 1ps
module char_pwm_gen
(
    clk,  
    rst,
    char_select,
    digit,
    slow_clk_en,
    clk_out,
    clk_div
);
    input clk;
    input rst;
    input [1:0] char_select;
    input slow_clk_en;
    input [31:0] clk_div;
    output [15:0] digit;
    output clk_out;
    reg [31:0] slow_clk_counter = 0;
    wire output_clk;
    assign output_clk = slow_clk_en ? slow_clk_counter[clk_div[4:0]] : clk;
    assign clk_out = output_clk;
    always @(posedge clk, posedge rst)
    begin
        if(rst)
            slow_clk_counter <= 0;
        else
            slow_clk_counter <= slow_clk_counter + 1;
    end
    assign digit[0] = char_select != 2'b01 ? output_clk : ~output_clk;
    assign digit[1] = char_select == 2'b00 ? output_clk : ~output_clk;
    assign digit[2] = char_select == 2'b00 ? output_clk : ~output_clk;
    assign digit[3] = output_clk;
    assign digit[4] = char_select[0] ? output_clk : ~output_clk;
    assign digit[5] = char_select[1] ? output_clk : ~output_clk;
    assign digit[6] = char_select == 2'b11 ? output_clk : ~output_clk;
    assign digit[7] = char_select != 2'b11 ? output_clk : ~output_clk;
    assign digit[8] = char_select != 2'b11 ? output_clk : ~output_clk;
    assign digit[9] = (char_select == 2'b00 || char_select == 2'b11) ? output_clk : ~output_clk;
    assign digit[10] = char_select != 2'b01 ? output_clk : ~output_clk;
    assign digit[11] = char_select != 2'b11 ? output_clk : ~output_clk;
    assign digit[12] = char_select != 2'b01 ? output_clk : ~output_clk;
    assign digit[13] = char_select == 2'b01 ? output_clk : ~output_clk;
    assign digit[14] = char_select == 2'b01 ? output_clk : ~output_clk;
    assign digit[15] = char_select != 2'b01 ? output_clk : ~output_clk;
endmodule
```
==> flow_metrics.py <==
# Physical implementation metrics
metrics = {
    "route": {
        "vias": 1551,
        "drt_wl_total_um": 4850,
        "drc": 0,
        "first_iter_violations": 65,
        "antenna_cells": 0,
        "drtAntennaViolNets": 0,
        "avgViaCountPerCell": 4.09,
        "post_drt_wl_per_cell_um": 12.8,
        "dr.pass1.iters": 4,
    },
    "yosys": {
        "synth_area_per_cell_um2": 10.5,
        "synth.largest_area_cell": "dfrtp_1",
        "synth_cells": 182,
        "ys_seq_frac": 0.419,
        "synth_warnings": 1,
        "topCellsByArea": "dfrtp_1 42%, xnor2_1 8.7%, mux2i_1 7.3%",
        "ys_types": 32,
        "top_cell_area_share": 0.419,
        "ys_cells": 182,
        "ys_ff": 32,
        "synth_area_um2": 1910,
        "yosys_area_um2": 1910,
    },
    "layout": {
        "areaGrowthSynthToFinish_pct": 49.6,
        "drive_above_1_share": 0.276,
        "lay_top_cells": "32 x dfrtp_1, 21 x clkbuf_8, 20 x nand2_1",
        "top_regs": "slow_clk_counter (32)",
        "register_area_um2": 801,
        "largest_reg_flops": 32,
        "fill_cells": 974,
        "final_common_cell": "dfrtp_1",
        "design_area_um2": 2860,
        "stdcell_count": 379,
        "combGateArea_um2": 1050,
        "top_register": "slow_clk_counter",
    },
    "floorplan": {
        "num_io_pins": 54,
        "die_y_um": 121,
        "rows": 36,
        "die_x_um": 121,
        "fp_util": 0.194,
        "dieArea_um2": 14600,
        "core_um2": 9860,
    },
    "placed_design": {
        "io_buffers": 26,
        "preCtsSetupSlack_ns": 0.0970,
        "dp.cells": 334,
        "dp_hpwl_um": 2740,
        "dpl_cell_area_um2": 2280,
        "place_congestion": 0.793,
    },
    "power": {
        "leakage_nw": 1.38,
        "ir_drop_mv": 0.182,
        "power.density_nw_per_um2": 390,
    },
    "setup_path": {
        "crit_fanout": 3,
        "start_kind": "clock port",
        "critPathCaptureType": "primary output",
        "crit-reg2reg-launch": "slow_clk_counter[0]",
        "crit_type": "clk -> out",
        "cp-startpoint": "clk",
        "crit_arrival_ns": 3.45,
        "required_ns": 3.52,
    },
    "global_routing": {
        "grt_pass1_vias": 1772,
        "globalRouteOverflowTotal": 0,
        "grt_pass1_wl_um": 7780,
        "grt_start_max_net_pins": 33,
        "antenna_found_initial": 0,
        "track_usage": 0.0681,
    },
    "final_timing": {
        "tightest_slew_ns": 0.499,
        "drv_slew": 0,
        "tns_ns": 0,
        "layout_setup_ws_ns": 0.0709,
        "fin_worst_skew_ns": 0.00371,
        "setup_viol": 0,
        "timing.final.hold_violations": 0,
        "slew_headroom": 0.664,
    },
    "clocking": {
        "worstSkewPairLatency_ns": 0.38,
        "path_clk_slew_ns": 0.06,
        "cts_tree": "yes",
    },
    "min_path": {
        "hold_class": "reg -> reg",
        "timing.hold.worst.start": "slow_clk_counter[31]",
    },
    "run": {
        "cap_violations": 0,
        "warnings": 74,
    },
    "outcome": {
        "status": "finished, final reports clean",
    },
}
synthesized netlist by cell type:
cell type and instances:
a21oi_2 1, a21oi_1 2, buf_8 1, xnor2_1 19, and2b_1 1, nand3_1 8, or3_4 1, a41o_1 1
nand4b_1 1, buf_6 2, nand2b_1 1, mux2i_1 14, o211ai_1 2, a22oi_1 2, a22o_1 2, and3_1 4
nor3_4 1, and4_1 3, buf_4 8, and2_1 2, a31oi_1 1, inv_1 6, nand4_1 7, dfrtp_1 32
nor3_1 1, nor2_1 14, xnor2_2 5, xor2_1 14, ha_1 4, nand4_2 1, nor2b_1 1, nand2_1 20
cell families (layout without fill, tap and decap cells):
group                      Yosys count  after routing  share of synthesized area
and+or+nand+nor                     66             66                      0.182
xor gates and xnor gates            38             38                      0.194
DFF                                 32             32                      0.419
muxes                               14             14                     0.0732
AOI/OAI and AO/OA                   11             11                     0.0432
buffers and inverters               17             81                     0.0628
adders and majority gates            4              4                     0.0262
metal layers:
layer | wire [um] | global-route usage | vias to the layer above | share of wire
met5 | 0 | 0.00694 | - | 0
met4 | 265 | 0.0656 | 0 | 0.055
met3 | 637 | 0.0647 | 35 | 0.13
met2 | 1710 | 0.0619 | 62 | 0.35
met1 | 2250 | 0.0819 | 719 | 0.46
li1 | - | - | 735 | -
worst max-delay path: stages:
cell and delay, ns:
clkbuf_8 0.13, nor2_4 0.09, a41o_1 0.17, clkbuf_8 0.16
clkbuf_16 0.14, xnor2_4 0.07, clkbuf_8 0.14, buf_4 0.12
clkbuf_8 0.12, buf_2 0.12
stage by stage:
step | hold WS [ns] | power [mW] | utilization
2_1_floorplan | 0.441 | 0.436 | -
3_3_place_gp | 0.456 | 0.525 | 0.232
3_5_place_dp | 0.457 | 0.525 | 0.232
4_1_cts | 0.470 | 1.15 | 0.284
5_1_grt | 0.502 | 1.18 | 0.290
6_report | 0.474 | 1.12 | 0.290
final timing paths:
check / to / slack [ns] / cells after the start
min in group asynchronous: slow_clk_counter[24] / 0.90 / 3
max: digit[0] / 0.07 / 10
min reg2reg: slow_clk_counter[31] / 0.47 / 1
min: slow_clk_counter[31] / 0.47 / 1
max reg2reg: slow_clk_counter[30] / 2.48 / 7
max in group asynchronous: slow_clk_counter[9] / 3.21 / 3
final cells by class:
class                   instances  area share
well taps                     133      0.0581
multi-input cells             133       0.368
flip-flops and latches         32       0.280
clock inverters                 2     0.00262
clock buffers                  54       0.211
inverters                       5     0.00656
repair buffers                 20      0.0734
repair_timing:
action	in CTS	in global routing
pin swaps	2	3
hold buffers	0	0
gates resized	55	6
setup endpoints to repair	20	20
buffers inserted	14	6
cloned	0	1
where the power goes:
part	switching, mW	total [mW]	internal [mW]	leakage (nW)
clock	0.258	0.771	0.513	0.410
combinational	0.0262	0.0509	0.0247	0.529
sequential	0	0.294	0.294	0.438
Power is estimated from default activity; no workload was simulated.
