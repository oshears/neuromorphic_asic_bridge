`design.v`:
```
`timescale 1ns / 1ps
module xadc_interface
(
   clk, 
   rst,
   network_output,
   DADDR,
   DEN,
   DI,
   DWE,
   BUSY,
   DO,
   DRDY,
   EOS,
   MEASURED_AUX0,
   MEASURED_AUX1,
   MEASURED_AUX2,
   MEASURED_AUX3
);
input clk;
input rst;
input BUSY;
input [15:0] DO;
input DRDY;
input EOS;
output reg [1:0] network_output = 0;
output reg [6:0] DADDR = 0;
output reg DEN;
output reg [15:0] DI = 0;
output DWE;
assign DWE = 0;
output reg [11:0] MEASURED_AUX0 = 0;
output reg [11:0] MEASURED_AUX1 = 0;
output reg [11:0] MEASURED_AUX2 = 0;
output reg [11:0] MEASURED_AUX3 = 0;
localparam VAUXP0_ADDR = 7'h10;
localparam VAUXP1_ADDR = 7'h11;
localparam VAUXP2_ADDR = 7'h12;
localparam VAUXP3_ADDR = 7'h13;
parameter       reset       = 8'h00,
                read_reg10      = 8'h01,
                reg10_waitdrdy  = 8'h02,
                read_reg11      = 8'h03,
                reg11_waitdrdy  = 8'h04,
                read_reg12      = 8'h05,
                reg12_waitdrdy  = 8'h06,
                read_reg13      = 8'h07,
                reg13_waitdrdy  = 8'h08,
                init_read  = 8'h09,
                read_waitdrdy  = 8'h0A;
reg [3:0] next_state = 0;
reg [3:0] current_state = 0;
reg [11:0] max_value = 0;
reg [1:0] temp_network_output_reg = 0;
reg MEASURED_AUX0_valid = 0;
reg MEASURED_AUX1_valid = 0;
reg MEASURED_AUX2_valid = 0;
reg MEASURED_AUX3_valid = 0;
reg network_output_valid = 0;
reg max_value_valid = 0;
always @(posedge clk, posedge rst)
begin
    if (rst)
        current_state <= reset;
    else
        current_state <= next_state;
end
always @(posedge clk, posedge rst)
begin
   if (rst)
      MEASURED_AUX0 = 0;
   else if (MEASURED_AUX0_valid)
      MEASURED_AUX0 = DO[15:4];
end
always @(posedge clk, posedge rst)
begin
   if (rst)
      MEASURED_AUX1 = 0;
   else if (MEASURED_AUX1_valid)
      MEASURED_AUX1 = DO[15:4];
end
always @(posedge clk, posedge rst)
begin
   if (rst)
      MEASURED_AUX2 = 0;
   else if (MEASURED_AUX2_valid)
      MEASURED_AUX2 = DO[15:4];
end
always @(posedge clk, posedge rst)
begin
   if (rst)
      MEASURED_AUX3 = 0;
   else if (MEASURED_AUX3_valid)
      MEASURED_AUX3 = DO[15:4];
end
always @(posedge clk, posedge rst)
begin
   if (rst)
      network_output = 0;
   else if (network_output_valid)
      network_output = temp_network_output_reg;
end
always @(posedge clk, posedge rst)
begin
   if (rst)
      max_value = 0;
   else if (max_value_valid)
      max_value = DO[15:4];
end
always @(current_state, EOS, DRDY)
begin
   next_state = current_state;
   case (current_state)
      reset:
      begin
         next_state = read_reg10;
      end
      read_reg10 : begin
         if (EOS) begin
            next_state   = reg10_waitdrdy;
         end
      end
      reg10_waitdrdy : 
      begin
         if (DRDY == 1)  	begin
            next_state = read_reg11;
         end
         else begin
            next_state = current_state;          
         end
      end
      read_reg11 : begin
         next_state   = reg11_waitdrdy;
      end
      reg11_waitdrdy : 
      begin
         if (DRDY ==1)  	begin
            next_state = read_reg12;
            end
         else begin
            next_state = current_state;          
         end
      end
      read_reg12 : begin
         next_state   = reg12_waitdrdy;
      end
      reg12_waitdrdy :
      begin
         if (DRDY ==1)  	begin
            next_state = read_reg13;
         end
         else begin
            next_state = current_state;          
         end
      end
      read_reg13 : begin
         next_state   = reg13_waitdrdy;
      end
      reg13_waitdrdy :
      begin
         if (DRDY ==1) begin
            next_state = read_reg10;
         end
         else begin
            next_state = current_state;          
         end
      end
      default:
         next_state = reset;
    endcase 
end
always @(posedge clk)
begin
   DEN = 0;
   DADDR = 0;
   MEASURED_AUX0_valid = 0;
   MEASURED_AUX1_valid = 0;
   MEASURED_AUX2_valid = 0;
   MEASURED_AUX3_valid = 0;
   network_output_valid = 0;
   max_value_valid = 0;
   case (current_state)
      read_reg10 : begin
         if (EOS) begin
            DADDR   = VAUXP0_ADDR;
            DEN = 1;  
         end
         else
            network_output_valid = 1;
      end
      reg10_waitdrdy : 
      begin
         DEN = 0;
         if (DRDY == 1)  	begin
            MEASURED_AUX0_valid = 1; 
            max_value_valid = 1;
            temp_network_output_reg = 2'b00;
         end
      end
      read_reg11 : begin
         DADDR   = VAUXP1_ADDR;
         DEN = 1;  
      end
      reg11_waitdrdy : 
      begin
         DEN = 0;
         if (DRDY ==1)  	begin
            MEASURED_AUX1_valid = 1;
            if (DO[15:4] > max_value)
            begin
               max_value_valid = 1;
               temp_network_output_reg = 2'b01;
            end
         end
      end
      read_reg12 : begin
         DADDR   = VAUXP2_ADDR;
         DEN = 1;  
      end
      reg12_waitdrdy :
      begin
         DEN = 0;
         if (DRDY ==1)  	begin
            MEASURED_AUX2_valid = 1; 
            if (DO[15:4] > max_value)
            begin
               max_value_valid = 1;
               temp_network_output_reg = 2'b10;
            end
         end
      end
      read_reg13 : begin
         DADDR   = VAUXP3_ADDR;
         DEN = 1;  
      end
      reg13_waitdrdy :
      begin
         DEN = 0;
         if (DRDY ==1) begin
            MEASURED_AUX3_valid = 1;
            if (DO[15:4] > max_value)
            begin
               DEN = 2'b0;
               max_value_valid = 1;
               temp_network_output_reg = 2'b11;
            end 
            DADDR   = 7'h00;
         end
      end
    endcase 
end
endmodule
```
`run.sh`:
```
#!/bin/bash
# OpenROAD 26Q1-2900-gdf79404cd8, Yosys 0.63+post, stock flow scripts
make -C /OpenROAD-flow-scripts/flow DESIGN_CONFIG=/design/flow/config.mk WORK_HOME=/design/flow/orfs finish
```
`config.mk`:
```
export PLATFORM = sky130hd
export DESIGN_NAME = xadc_interface
export DESIGN_NICKNAME = xadc_interface
export VERILOG_FILES = /design/flow/design.v
export SDC_FILE = /design/flow/constraint.sdc
export NUM_CORES = 4
export LEC_CHECK = 1
export CORE_UTILIZATION = 30
```
`constraint.sdc`:
```
current_design xadc_interface

set clk_period 2.1
set clk_io_pct 0.2

create_clock -name clk0 -period $clk_period [get_ports {clk}]

set non_clock_inputs [all_inputs -no_clocks]
set_input_delay [expr $clk_period * $clk_io_pct] -clock clk0 $non_clock_inputs
set_output_delay [expr $clk_period * $clk_io_pct] -clock clk0 [all_outputs]
```
==> deck_impl_summary.md <==
Run Summary

Logic synthesis
  • Seq share, synth: between 50% and 60%
  • Cells after synthesis: between 200 and 300
  • Mapped cell area: approximately 3300 um^2
  • Unique masters post-synth: 38
  • Number of synthesized flops with an enable pin: 2
  • Yosys warning tally: 1
  • Syn Area/Cell: about 13 um^2
  • Most used flip-flop cell: dfrtp_1
  • Post-synth regs: 78
  • Post-synthesis cell count from yosys: 260
  • Chip Area, Yosys: between 3000 and 4000 um^2
  • Ys async rst share: around 85%

Global route
  • Largest net degree at the start of global routing: 25
  • First-pass GRT wire length: 10920 um
  • GRT met3 Usage: under 10%
  • Top Usage Layer GRT: met1
  • Initial antenna violation count: 0
  • M1 GR Usage: approximately a fifth
  • Grt ovf: 0
  • Total track usage: about an eighth
  • Vias in the first global route: 2141
  • Routing usage on met2: a little under a fifth

Final timing
  • Unrepaired setup endpoints after global routing: false
  • Setup TNS Final: 0 ps
  • Setup violations, final: 0
  • Worst hold slack: roughly 420 ps
  • Final WS setup: approximately 100 ps
  • Post-route clock period utilization: roughly 95%
  • Actual slew at the worst max-slew pin: ~500 ps
  • Final Hold Vio Count: 0
  • Setup Skew: roughly 9.7 ps
  • Final critical-path required period: around 2000 ps
  • Final tally of max-slew violations: 0
  • Rel. slew slack: between 60% and 70%
  • Fmax: around 500 MHz

Routing
  • Total Wirelength: about 6600 um
  • DR iter-0 viols: 81
  • Routed WL per cell: 13.30 um
  • ANT cells: 0
  • Antenna viol nets, final: 0
  • DRC viols: 0
  • Drt via density: around 4.3
  • DR vias: around 2200
  • Drt pass-1 iters: 4

Finish
  • Total area of sequential cells: between 1500 and 2000 um^2
  • Layout cells sized above 1: 27.37%
  • Non-filler cells in the finished layout: ~500
  • Fillers: 1023
  • Dominant logic cell types in the final layout: 69 x clkdlybuf4s50_1, 66 x dfrtp_1, 51 x mux2_2, 21 x conb_1, 21 x buf_4
  • Syn-to-layout area delta: 33.76%
  • Most frequent logic cell in the layout: clkdlybuf4s50_1
  • Gate Area: about 1200 um^2

Power
  • Switch share: 26.31%
  • Internal power: between 4000 and 5000 uW
  • Logic pwr share: a little under two fifths
  • Register share of total power: a little over two fifths
  • Clock Power Share: between 15 and 20%
  • Net Switching: 1573 uW
  • Peak supply drop: about 0.00057 V
  • Leakage: approximately 0.0020 uW
  • Pwr Total: between 5000 and 6000 uW
  • Power per cell area: ~1300 nW/um^2

Floorplanning
  • Num rows: 38
  • Area of the core: roughly 11000 um^2
  • Die Wd: about 110 um
  • Fp_density: 30.74%
  • Total die size: 11530 um^2
  • Num ports: around 96
  • Chip height: around 110 um

Worst setup path
  • Worst R2R Path Depth: 7
  • Max FO, Critical Path: 3
  • Crit path DAT: between 2000 and 2500 ps
  • Crit Path Class: input pin to register
  • Crit path launch type: input pin
  • Worst setup EP type: register
  • CP required: 2140 ps

Place
  • HPWL Detailed: 4851 um
  • PortBufs: 69
  • RePlAce Congestion: between 0.7 and 0.8
  • Placed Instances: roughly 480
  • Post-place setup slack: -272.7 ps

Clock network
  • CTS tree: built
  • H-Tree Depth: 3
  • Setup Fix Bufs, Post-CTS: 0
  • Latency at later pin: about 350 ps
  • Hold Buf Count CTS: 0
  • Sink Count: 78
  • CTS Buf Count: 9
  • Root buffer cell: clkbuf_8
  • Clk slew on worst S/H paths: approximately 80 ps
  • CTS resizes: 0
  • Clk buf depth: 2

Status
  • Status: complete, no violations

Hold path
  • HP Class: input pin to asynchronous set/reset pin

Job
  • Tool warnings: 30
  • Maxcap violations: 0
## synth_stat cells (2+ instances only)
cell      instances  share of area [%]
edfxtp_1          2                1.8
dfrtp_1          66                 50
clkbuf_1          2               0.23
nand3_1           2               0.30
mux2_2           51                 17
nor2_1            8               0.90
o21ai_0          12                1.8
and2_1            2               0.38
o21ai_1           2               0.30
buf_4            21                4.7
ha_1             12                4.5
nand2_1          15                1.7
nor3_1            3               0.45
a21oi_1           5               0.75
nand4_1           4               0.75
and3_1            2               0.38
inv_2             2               0.23
o21bai_1          2               0.45
dfxtp_1          10                6.0
buf_2             6               0.90
inv_1            14                1.6
## cell type report
| type | instances | share of cell area [%] |
|---|---|---|
| inverter | 16 | 1.348 |
| timing repair buffer | 92 | 19.93 |
| sequential | 78 | 42.90 |
| clock buffer | 12 | 3.257 |
| tap | 140 | 3.930 |
| multi-input combinational | 156 | 27.57 |
| clock inverter | 4 | 1.067 |
## metrics by stage
step           utilization (%)  cell area [um^2]
6_report                 41.11              4457
5_1_grt                  41.11              4457
4_1_cts                  41.11              4457
3_5_place_dp             39.34              4264
3_3_place_gp             39.34              4264
2_1_floorplan                -              3407
## power by group through the flow
stage | Sequential, uW | Combinational [uW] | Clock [uW]
CTS | 2630 | 2310 | 1140
global route | 2720 | 2540 | 1200
finish | 2620 | 2260 | 1100
## worst paths after layout
| check | slack [ps] | startpoint | end |
|---|---|---|---|
| max | 100 | DO[14] | temp_network_output_reg[0] |
| min in group clk0 | 510 | MEASURED_AUX2[4] | MEASURED_AUX2[4] |
| min | 420 | rst | MEASURED_AUX3[1] |
| max reg2reg | 260 | max_value[10] | temp_network_output_reg[0] |
| min reg2reg | 510 | MEASURED_AUX2[4] | MEASURED_AUX2[4] |
| max in group asynchronous | 1170 | rst | MEASURED_AUX0[8] |
## worst max-delay path, stage by stage
cell and delay [ps]:
clkdlybuf4s50_1 440, ha_1 340, nand4_1 150, nor2_1 190, a21boi_2 230, a2111oi_4 50
o21bai_1 210
## kinds of logic (layout without fill, tap and decap cells)
group	after synthesis	count (layout)	share of synthesized area, %
flops	78	78	57.38
mux	52	52	17.54
buf+inv	46	124	7.999
simple gates	42	42	6.459
compound gates	27	27	5.408
fa+ha+maj	13	13	4.844
other cells	1	21	0.1125
xor+xnor	1	1	0.2629
## layer usage
layer	routed length (um)	up-vias
li1	-	1033
met3	316	12
met4	127	0
met1	3208	1058
met2	2973	63
met5	0	-
Power figures rest on the tool's default switching activity, not on a simulated workload.
